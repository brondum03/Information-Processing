==> flow/run.sh <==
#!/bin/bash
# OpenROAD 26Q1-2900-gdf79404cd8, Yosys 0.63+post, stock flow scripts
make -C /OpenROAD-flow-scripts/flow DESIGN_CONFIG=/design/flow/config.mk WORK_HOME=/design/flow/orfs finish
==> flow/config.mk <==
export PLATFORM = sky130hd
export DESIGN_NAME = pdm_clk_gen
export DESIGN_NICKNAME = pdm_clk_gen
export VERILOG_FILES = /design/flow/design.v
export SDC_FILE = /design/flow/constraint.sdc
export NUM_CORES = 4
export LEC_CHECK = 1
export CORE_AREA = 10 10 70 70
export DIE_AREA = 0 0 80 80
==> flow/constraint.sdc <==
current_design pdm_clk_gen

set clk_period 2.5
set clk_io_pct 0.2

create_clock -name clk0 -period $clk_period [get_ports {clk}]

set non_clock_inputs [all_inputs -no_clocks]
set_input_delay [expr $clk_period * $clk_io_pct] -clock clk0 $non_clock_inputs
set_output_delay [expr $clk_period * $clk_io_pct] -clock clk0 [all_outputs]
==> flow/design.v <==
`timescale 1ns / 1ps
module pdm_clk_gen
    #(
         parameter INPUT_FREQ = 100000000,
         parameter OUTPUT_FREQ = 2_400_000
     )
     (
         input  clk,
         input  rst,
         output M_CLK,
         output m_clk_rising
     );
    reg   m_clk_rising_i;
    reg m_clk_i;
    localparam CLK_DIVIDE = INPUT_FREQ/OUTPUT_FREQ;
    reg [$clog2(CLK_DIVIDE)-1:0] clk_counter;
    always @(posedge clk) begin
        if (rst) begin
            clk_counter    <= 0;
            m_clk_i        <= 0;
            m_clk_rising_i <= 0;
        end
        else begin
            m_clk_rising_i <= 0;
            if (clk_counter < (CLK_DIVIDE/2)-1) begin
                clk_counter <= clk_counter + 1;
            end
            else begin
                clk_counter    <= 0;
                m_clk_i        <= ~m_clk_i;
                m_clk_rising_i <= ~m_clk_i;
            end
        end
    end
    assign M_CLK = m_clk_i;
    assign m_clk_rising = m_clk_rising_i;
endmodule
==> job_summary.md <==
## Synthesis and layout report

| Metric | Value |
|---|---|
| Status | finished, final reports clean |
| CP delay by family, top | buffers and inverters |
| DR pass1 iterations | 2 |
| TritonCTS buffer count | 3 |
| Clk latency late pin | 250 ps |
| Overall Global Routing Usage | 1.441% |
| Largest net degree at the start of global routing | 6 |
| Hold Crit Class | flop to flop |
| Chip area | 6400 sq um |
| Placed Area | 381.6 sq um |
| Post-route minimum period | 1593 ps |
| Ys cells | 28 |
| Hold slack final | 465.2 ps |
| Final count of pins violating max slew | 0 |
| Fp_density | 8.608% |
| Crit Path Class | flop to output port |
| Share of layout cells above drive strength 1 | 26.47% |
| Worst stage delay on the critical path | 490 ps |
| Vias per cell | 2.463 |
| Leakage | 0.1332 nW |
| Max_cap viols | 0 |
| CP Cell Sequence | clkdlybuf4s50_1 |
| Crit-path max FO | 4 |
| Final hold violations | 0 |
| Antenna fix cells | 0 |
| Post-cts repair resize count | 0 |
| Period Utilization, post-route | 63.74% |
| CTS Root Cell | clkbuf_4 |
| Layout area overhead | 37.45% |
| Critical Path Slowest Stage Cell | clkdlybuf4s50_1 |
| Power density cells | 605.5 nW/um^2 |
| Post-synthesis cell area | 294.0 sq um |
| Clock Path Buffers | 2 |
| Setup crit end kind | output port |
| 1st-iter DRT viols | 5 |
| CP Buf/Inv Count | 1 |
| Max VDD drop | 408.7 uV |
| Finished Core Util | 11.83% |
| Port bufs | 3 |
| Die width | 80 um |
| Gr ovfl total | 0 |
| CTS H-tree depth | 1 |
| CP Launch Type | flop |
| Final cell area excluding filler cells | 404.1 sq um |
| Yosys warnings | 1 |
| First-pass GRT wire length | 696 um |
| Max Freq | 627.6 MHz |
| Core Area | 3416 sq um |
| WP data arrival | 1090 ps |
| #FFs+latches synth | 8 |
| RSZ-0062 raised after global routing | no |
| WP data required | 2000 ps |
| Setup Viol. Count Final | 0 |
| Setup slack after layout | 906.6 ps |
| Top cells excl fill/tap | dfxtp_1 (8), nor2_2 (5), nor3_1 (3), clkbuf_4 (3), clkdlybuf4s50_1 (3) |
| Clock skew | 2.967 ps |
| Placed Instances | 77 |
| Sink Count | 8 |
| Detailed placement HPWL | 337.2 um |
| Synth Instances | 28 |
| Post-CTS Repair Setup Buffers | 0 |
| Residual DRC | 0 |
| Synth Seq Share | 54.47% |
| Initial antenna violation count | 0 |
| # rows | 21 |
| DR vias | 197 |
| RD Place Congestion | 0.6362 |
| Overall Power | 244.7 uW |
| Dominant logic cell type in the layout | dfxtp_1 |
| Die Span Y | 80 um |
| Yosys chip area | 294.0 sq um |
| Fillcell total | 406 |
| Number of global-route vias before repair | 183 |
| Setup TNS | 0 ps |
| Final Non-Filler Cells | 80 |
| # IOs | 4 |
| ANT nets after route | 0 |
| Post-Syn Area per Cell | 10.50 sq um |
| Hold_buf cts | 0 |
| WL final | 439 um |
| Drt wl/cell | 5.488 um |
| Distinct lib cells | 13 |
| Clock-pin transition on the worst setup and hold timing paths | 50 ps |
| Tool warnings | 25 |
| Place WS | 943.9 ps |
| CTS tree | yes |
[metal layers]
metal / track usage (%) / routed length, um / up-vias
met5: 0 / 0 / -
met4: 0 / 0 / 0
met3: 2.159 / 66 / 0
met2: 1.685 / 146 / 6
met1: 1.478 / 226 / 87
li1: - / - / 104
[cells by family (layout without fill, tap and decap cells)]
logic type / count (synthesis) / after routing / share of synthesized area (%)
and+or+nand+nor: 12 / 12 / 24.25
DFF: 8 / 8 / 54.47
xor gates and xnor gates: 3 / 3 / 8.938
AOI/OAI and AO/OA: 2 / 2 / 5.533
adders and majority gates: 1 / 1 / 4.255
other: 1 / 1 / 1.275
buffers and inverters: 1 / 7 / 1.275
[synth_stat cells (all sizes together)]
cell type / count / share of area [%]
dfxtp: 8 / 54
nor2: 6 / 12
nor3: 3 / 5.1
nand3: 2 / 3.4
xor2: 2 / 6.0
conb: 1 / 1.3
ha: 1 / 4.3
inv: 1 / 1.3
o21a: 1 / 2.6
o31a: 1 / 3.0
or3: 1 / 3.8
xnor2: 1 / 3.0
[area by class of cell]
class	count	area (sq um)	share of cell area, %
well taps	46	57.56	14.24
clock buffers	3	22.52	5.573
multi-input cells	19	130.1	32.20
inverters	1	3.754	0.9288
repair buffers	3	30.03	7.430
flip-flops and latches	8	160.2	39.63
[worst register-to-register path, delay by kind of cell, from the launching register on]
kind | cells | cell delay [ps]
AND-OR/OR-AND | 1 | 300
adder cells (fa/ha/maj) | 1 | 250
flip-flops | 1 | 330
AND/OR/NAND/NOR | 2 | 510
[final timing paths]
kind	slack, ps	endpoint	cells past startpoint	startpoint
max	910	M_CLK	1	m_clk_i
min	470	clk_counter[0]	1	clk_counter[0]
max reg2reg	1060	clk_counter[3]	4	clk_counter[0]
min reg2reg	470	clk_counter[0]	1	clk_counter[0]
[state kept, by name (all words and copies together) (netlist names)]
name	cells
m_clk_rising_i	1
clk_counter	6
m_clk_i	1
[power by group]
part	leakage (nW)	switching (mW)	internal, mW
logic	0.0537	0.00562	0.00942
clock network	0.0138	0.0390	0.0546
registers	0.0656	0.00350	0.133
Power is estimated from default activity; no workload was simulated.
