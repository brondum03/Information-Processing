<file path="flow/run.sh">
#!/bin/bash
# OpenROAD 26Q1-2900-gdf79404cd8, Yosys 0.63+post, stock flow scripts
make -C /OpenROAD-flow-scripts/flow DESIGN_CONFIG=/design/flow/config.mk WORK_HOME=/design/flow/orfs finish
</file>
<file path="flow/config.mk">
export PLATFORM = sky130hd
export DESIGN_NAME = pdm_ser
export DESIGN_NICKNAME = pdm_ser
export VERILOG_FILES = /design/flow/design.v
export SDC_FILE = /design/flow/constraint.sdc
export NUM_CORES = 4
export LEC_CHECK = 1
export CORE_UTILIZATION = 30
</file>
<file path="flow/design.v">
`timescale 1ns / 1ps
module pdm_ser #(
    parameter C_NR_OF_BITS = 32,
    parameter C_SYS_CLK_FREQ_MHZ = 100,
    parameter C_PDM_FREQ_MHZ = 3
)(
    input wire clk_i,
    input wire rst_i,
    input wire en_i,
    output reg done_o,
    input wire [C_NR_OF_BITS-1:0] data_i,
    output wire pwm_audio_o,
    output reg pwm_audio_t,
    input wire pwm_audio_i
);
reg [6:0] cnt_clk;
reg clk_int, clk_intt;
wire pdm_clk_rising;
reg [C_NR_OF_BITS-1:0] pdm_s_tmp;
reg [4:0] cnt_bits;
always @(posedge clk_i) begin
    if (rst_i) begin
        cnt_bits <= 0;
    end else if (pdm_clk_rising) begin
        if (cnt_bits == (C_NR_OF_BITS-1)) begin
            cnt_bits <= 0;
        end else begin
            cnt_bits <= cnt_bits + 1;
        end
    end
end
always @(posedge clk_i) begin
    if (rst_i) begin
        done_o <= 1'b0;
    end else if (pdm_clk_rising) begin
        if (cnt_bits == (C_NR_OF_BITS-1)) begin
            done_o <= 1'b1;
        end
    end else begin
        done_o <= 1'b0;
    end
end
always @(posedge clk_i) begin
    if (rst_i) begin
        pdm_s_tmp <= 0;
    end else if (pdm_clk_rising) begin
        if (cnt_bits == (C_NR_OF_BITS-2)) begin  
            pdm_s_tmp <= data_i;
        end else begin
            pdm_s_tmp <= {pdm_s_tmp[C_NR_OF_BITS-2:0], 1'b0};
        end
    end
end
assign pwm_audio_o = 1'b0;
always @(*) begin
    if (en_i) begin
        pwm_audio_t = (pdm_s_tmp[C_NR_OF_BITS-1] == 1'b0) ? 1'b0 : 1'b1;
    end else begin
        pwm_audio_t = 1'b0;
    end
end
always @(posedge clk_i) begin
    if (rst_i) begin
        cnt_clk <= 0;
        clk_int <= 1'b0;
        clk_intt <= 1'b0;
    end else if (cnt_clk == ((C_SYS_CLK_FREQ_MHZ/(C_PDM_FREQ_MHZ*2))-1)) begin
        cnt_clk <= 0;
        clk_int <= ~clk_int;
        clk_intt <= clk_int;
    end else begin
        cnt_clk <= cnt_clk + 1;
        clk_intt <= clk_int;
    end
end
assign pdm_clk_rising = (clk_int == 1'b1 && clk_intt == 1'b0) ? 1'b1 : 1'b0;
endmodule
</file>
<file path="flow/constraint.sdc">
current_design pdm_ser

set clk_period 3.9
set clk_io_pct 0.2

create_clock -name clk0 -period $clk_period [get_ports {clk_i}]

set non_clock_inputs [all_inputs -no_clocks]
set_input_delay [expr $clk_period * $clk_io_pct] -clock clk0 $non_clock_inputs
set_output_delay [expr $clk_period * $clk_io_pct] -clock clk0 [all_outputs]
</file>
==> impl_metrics.json <==
{
  "pre_cts_ws_ns": 1.32,
  "avgRoutedWirePerCell_um": 11.3,
  "peakVddDrop_mv": 0.101,
  "path_class": "in -> out",
  "xor_area_frac": 0.0118,
  "cp_top_family": "buffers and inverters",
  "final-setup-viol-count": 0,
  "ys_seq_elements": 47,
  "postRouteAntennaNets": 0,
  "insertedDiodeCount": 0,
  "die_x_um": 88.3,
  "crit_path_frequent_cell": "clkdlybuf4s50_1",
  "power.density_nw_per_um2": 302,
  "ys_sh_aoi": 0.0331,
  "fin_crit_ns": 2.58,
  "rrSetupSlack_ns": 1.91,
  "hold_viol_final": 0,
  "fmax_mhz": 388,
  "vias_per_cell": 4.81,
  "die_area_um2": 7790,
  "startpoint_type": "input pin",
  "ys_cells": 256,
  "cts_root_buf": "clkbuf_8",
  "core_area_um2": 7210,
  "finish.utilization": 0.375,
  "area_leaders": "dfxtp_1 42%, nor4_2 16%, nor3_1 14%, nor2_1 6.4%, ha_1 2.2%",
  "ctsHoldBuffers": 0,
  "rsz0062_at_grt": "false",
  "syn-instance-count": 256,
  "finalCritPeriodShare": 0.661,
  "crit_arrival_ns": 1.80,
  "yosys.area.top_type": "dfxtp_1",
  "vias": 1822,
  "hold_class": "reg -> reg",
  "path_buffers": 2,
  "grt_pass1_vias": 1633,
  "grt_antenna_before_repair": 0,
  "place_congestion": 0.739,
  "rows": 31,
  "cts_made_buffers": 5,
  "synthSimpleGateAreaFrac": 0.446,
  "slew_viol_final": 0,
  "ctsResizeCount": 0,
  "dp_hpwl_um": 2770,
  "status": "finished clean",
  "io_pins": 39,
  "post_cts_buffers": 0,
  "htreeDepth": 2,
  "dr.pass1.iters": 4,
  "cts.sinks": 47,
  "worstPathCellList": "clkdlybuf4s50_1 > and2_1 > clkdlybuf4s50_1",
  "fin_setup_tns_ns": 0,
  "critPathRequiredTime_ns": 3.12,
  "remaining_drc_errors": 0,
  "drive_above_1_share": 0.154,
  "grt_pass1_wl_um": 7180,
  "slowest_stage": "clkdlybuf4s50_1",
  "timing.final.ws_setup_ns": 1.32,
  "yosys_warnings": 1,
  "adder_share": 0.0224,
  "tightestPinTransition_ns": 0.681,
  "syn_avg_cell_area_um2": 8.72,
  "total_leakage_power_nw": 0.824,
  "seq_area_frac_synth": 0.421,
  "max_cap_viol_count": 0,
  "cts_tree": "done",
  "ys_area_um2": 2230,
  "yosys-dominant-comb-family": "simple AND/OR/NAND/NOR gates",
  "cp_max_fo": 1,
  "maxSlewHeadroom": 0.546,
  "yosys.area.top_type_share": 0.421,
  "cp-end-kind": "output pin",
  "clock_latency_ns": 0.29,
  "grt_max_degree": 42,
  "fp_util": 0.310,
  "warnings": 27,
  "cpPeakStageDelay_ns": 0.45,
  "cts.clk_slew.worst_paths_ns": 0.08,
  "fp.dieH_um": 88.3,
  "mux_area_frac": 0,
  "synth_cell_types": 33,
  "holdWs_ns": 0.457,
  "globalRouteTotalUtil": 0.116,
  "clk_path_buf_depth": 2,
  "area_growth_pct": 21.0,
  "fin_skew_ns": 0.00260,
  "first_iter_violations": 100,
  "syn-cell-area_um2": 2230,
  "grt-ovfl-total": 0,
  "io_buffers": 36,
  "routed_wl_um": 4270
}
[cells in the final DEF, fill, tap and decap left out, types with 4 or more instances in the layout]
master / synthesis / final
nor2_1: 38 / 38
nor3_1: 63 / 63
a21oi_1: 6 / 6
clkbuf_8: 0 / 5
buf_4: 2 / 5
ha_1: 4 / 4
nand2_1: 9 / 9
clkdlybuf4s50_1: 0 / 35
or3_1: 4 / 4
nand3_1: 4 / 4
nor4_2: 29 / 29
dfxtp_1: 47 / 47
[worst register-to-register path: stages, from the launching register on]
cell and delay (ns):
dfxtp_1 0.35, inv_1 0.07, ha_1 0.16, nand4_1 0.55
buf_4 0.43, nor3_1 0.23, nor4_2 0.07
[where the power goes]
group	total (mW)	switching (mW)	internal, mW
logic	0.0531	0.0186	0.0344
registers	0.489	0.00463	0.484
clock network	0.275	0.149	0.126
[final cells by class]
class | instances | area, µm²
clock buffers | 7 | 76.3
repair buffers | 41 | 393
inverters | 2 | 7.51
clock inverters | 1 | 5.00
fillers | 739 | 4510
well taps | 99 | 124
flip-flops and latches | 47 | 941
multi-input cells | 182 | 1160
[stage by stage]
stage                     total power, mW  instance area, µm²  instances
after global routing                0.854                2700        379
after global placement              0.553                2620        371
after detailed placement            0.553                2620        371
after CTS                           0.830                2700        379
after floorplan                     0.516                2230        256
final                               0.817                2700        379
[state kept, by name, indices dropped and copies added (netlist names)]
register / flops
done_o: 1
clk_int: 1
clk_intt: 1
cnt_bits: 5
pdm_s_tmp: 32
cnt_clk: 7
[worst paths after layout]
kind / startpoint / end / cells past startpoint
max: en_i / pwm_audio_t / 3
min: pdm_s_tmp[0] / pdm_s_tmp[0] / 2
max reg2reg: cnt_bits[0] / pdm_s_tmp[24] / 6
min reg2reg: pdm_s_tmp[0] / pdm_s_tmp[0] / 2
[Yosys cell counts, drive strengths merged]
| master | number |
|---|---|
| clkbuf | 11 |
| and2 | 1 |
| or3 | 4 |
| nand3 | 4 |
| a211oi | 1 |
| nor4bb | 1 |
| nor2 | 38 |
| nor4 | 31 |
| a21oi | 6 |
| nor2b | 3 |
| inv | 2 |
| conb | 1 |
| ha | 4 |
| or4 | 2 |
| nand3b | 1 |
| buf | 14 |
| o21ai | 3 |
| nor3 | 63 |
| a31oi | 1 |
| and4 | 1 |
| nand2b | 1 |
| o21bai | 2 |
| dfxtp | 47 |
| nand4 | 1 |
| nand2 | 9 |
| xnor2 | 1 |
| xor2 | 2 |
| and3 | 1 |
[cell families after synthesis]
kind of cell	Yosys count
fa+ha+maj	4
compound gates	13
buf+inv	27
xor+xnor	3
simple gates	161
other cells	1
flops	47
[layer usage]
metal | GRT usage | up-vias | share of wire
met4 | 0.0117 | 0 | 0.0075
met2 | 0.181 | 26 | 0.42
li1 | - | 958 | -
met1 | 0.173 | 834 | 0.53
met3 | 0.0246 | 4 | 0.048
met5 | 0 | - | 0
Power figures rest on the tool's default switching activity, not on a simulated workload.
